==> flow/design.v <==
module PC_alu (
    input  wire        reset,    
    input  wire [31:0] pc,       
    output reg  [31:0] new_pc    
);
    always @(*) begin
        if (reset)
            new_pc = 32'd0;            
        else
            new_pc = pc + 32'd4;       
    end
endmodule
==> flow/run.sh <==
#!/bin/bash
# OpenROAD 26Q1-2900-gdf79404cd8, Yosys 0.63+post, stock flow scripts
make -C /OpenROAD-flow-scripts/flow DESIGN_CONFIG=/design/flow/config.mk WORK_HOME=/design/flow/orfs finish
==> flow/config.mk <==
export PLATFORM = sky130hd
export DESIGN_NAME = PC_alu
export DESIGN_NICKNAME = PC_alu
export VERILOG_FILES = /design/flow/design.v
export SDC_FILE = /design/flow/constraint.sdc
export NUM_CORES = 4
export LEC_CHECK = 1
export CORE_AREA = 10 10 70 70
export DIE_AREA = 0 0 80 80
==> flow/constraint.sdc <==
current_design PC_alu

set clk_period 8.4
set clk_io_pct 0.2

create_clock -name clk0 -period $clk_period

set non_clock_inputs [all_inputs -no_clocks]
set_input_delay [expr $clk_period * $clk_io_pct] -clock clk0 $non_clock_inputs
set_output_delay [expr $clk_period * $clk_io_pct] -clock clk0 [all_outputs]
==> results.sh <==
# physical design summary
export IMPL_status="completed"
export IMPL_drt_total_wl_um=3170
export IMPL_cts_hold_buffers=0
export IMPL_startpoint_type="input pin"
export IMPL_worstMarginPinSlew_ps=472
export IMPL_die_h_um=80
export IMPL_fmax_ghz=0.167
export IMPL_yosysUniqueCellTypes=18
export IMPL_drt_initial_drc_count=45
export IMPL_cp_max_fo=13
export IMPL_setup_tns_final_ps=0
export IMPL_yosys_warnings=1
export IMPL_drive_gt1_share_pct=0.543
export IMPL_firstDrtPassIters=4
export IMPL_netlist_area_um2=751
export IMPL_clock_buffers=0
export IMPL_yosys_stat_area_um2=751
export IMPL_leakage_nw=0.439
export IMPL_preCtsSetupSlack_ps=2400
export IMPL_routed_via_density=5.04
export IMPL_rsz0062_at_grt="no"
export IMPL_fp_row_count=21
export IMPL_fp_dieW_um=80
export IMPL_port_buffers=65
export IMPL_antenna_found_initial=0
export IMPL_logic_area_um2=701
export IMPL_route_detailed_drc=0
export IMPL_maxSlewViolCount=0
export IMPL_cp_required_ps=6720
export IMPL_placed_cells=230
export IMPL_dr_total_vias=1160
export IMPL_drv_cap=0
export IMPL_setup_viol=0
export IMPL_ant_nets=0
export IMPL_top_area_cell="or4_1"
export IMPL_grt_total_usage_pct=9.19
export IMPL_synthCells=129
export IMPL_syn_to_final_growth_pct=89.7
export IMPL_fin_cells=230
export IMPL_critPathCaptureType="output port"
export IMPL_relSlewSlack_pct=68.4
export IMPL_crit_arrival_ps=4330
export IMPL_period_needed_ps=6010
export IMPL_grt_pass1_wl_um=5000
export IMPL_top_cell_area_share_pct=12.0
export IMPL_hold_viol=0
export IMPL_diodes=0
export IMPL_synth_seq_area_share_pct=0
export IMPL_syn_avg_cell_area_um2=5.82
export IMPL_criticalPathCategory="input pin to output port"
export IMPL_lay_top_cells="65 x clkdlybuf4s50_1, 17 x a21oi_1, 12 x or4_1, 12 x nor2_1, 11 x nand3_1"
export IMPL_ff_count=0
export IMPL_grt_pass1_vias=989
export IMPL_fp_util_pct=22.0
export IMPL_cts_setup_buffers=0
export IMPL_hpwl_um=2620
export IMPL_tool_warnings=32
export IMPL_routedWlPerCell_um=13.8
export IMPL_grt_overflow=0
export IMPL_fin_crit_sh_pct=71.5
export IMPL_min_path_type="input pin to output port"
export IMPL_vdd_drop_max_mv=0.0122
export IMPL_ctsResizeCount=0
export IMPL_topCellsByArea="or4_1 12%, a21oi_1 11%, o31ai_1 10%"
export IMPL_dieArea_um2=6400
export IMPL_layout_setup_ws_ps=2390
export IMPL_power_per_cell_area_nw_per_um2=36.4
export IMPL_coreArea_um2=3420
export IMPL_flop_area_um2=0
export IMPL_ioPinCount=65
export IMPL_synth_stat_cells=129
export IMPL_gp_congestion=0.795
export IMPL_grt_max_degree=33
export IMPL_n_fill_cell=362
export IMPL_final_common_cell="clkdlybuf4s50_1"
-- per-layer routing --
layer / global-route usage [%] / routed length (um) / vias to the layer above
li1: - / - / 604
met1: 12.7 / 1400 / 517
met2: 14.4 / 1470 / 39
met3: 2.84 / 297 / 0
met4: 0 / 0 / 0
met5: 0 / 0 / -
-- cell families after synthesis --
family / synth area share [%]
and+or+nand+nor: 52.8
AOI/OAI and AO/OA: 26.0
buffers and inverters: 6.67
xor gates and xnor gates: 12.8
adders and majority gates: 1.67
-- power breakdown --
group          internal (mW)  switching [mW]  leakage (nW)  total, mW
combinational         0.0337          0.0181         0.439     0.0518
clock                      0               0             0          0
sequential                 0               0             0          0
total                 0.0337          0.0181         0.439     0.0518
-- area by class of cell --
type | count | area share [%]
inverters | 2 | 0.527
well taps | 46 | 4.04
repair buffers | 66 | 46.2
multi-input cells | 116 | 49.2
-- final timing paths --
check	start	endpoint	cells after the start
worst max-delay path	pc[2]	new_pc[20]	7
worst min-delay path	pc[1]	new_pc[1]	3
-- synthesized netlist by cell type --
cell / n
ha_1: 1
o31ai_1: 10
or3_1: 7
or4_1: 12
nand2_1: 10
xnor2_1: 3
and3_1: 4
o21ai_0: 7
nand4_1: 6
and4_1: 5
nor2b_1: 3
a21oi_1: 17
nand3_1: 11
inv_1: 2
buf_2: 1
xor2_1: 8
clkbuf_1: 10
nor2_1: 12
-- worst max-delay path, stage by stage --
cell and delay (ps):
clkdlybuf4s50_1 510, ha_1 190, and3_1 320, nand4_1 450, or4_1 550, a21oi_1 150
clkdlybuf4s50_1 470
-- metrics by stage --
stage	cell area, um2	hold slack, ps	utilization, %	total power, mW
after global placement	1420	4280	41.7	0.0524
final	1420	4260	41.7	0.0518
after global routing	1420	4300	41.7	0.0576
after detailed placement	1420	4270	41.7	0.0524
after floorplan	751	3370	-	0.0128
after CTS	1420	4270	41.7	0.0528
Power is estimated from default activity; no workload was simulated.
