==> design/flow/design.v <==
module Regfile(
    input  wire        clk,
    input  wire        rst,
    input  wire        RegWrite,           
    input  wire        HiWrite,            
    input  wire        LoWrite,            
    input  wire [4:0]  rs_addr,            
    input  wire [4:0]  rt_addr,            
    input  wire [4:0]  rd_addr,            
    input  wire [31:0] lo_data_in,         
    input  wire [31:0] hi_data_in,         
    output wire [31:0] rs_data,            
    output wire [31:0] rt_data,            
    output wire [31:0] hi_data_out,        
    output wire [31:0] lo_data_out,         
    output wire [31:0] test_output  
);
    reg [31:0] reg_array [31:1];   
    reg [31:0] hi;                 
    reg [31:0] lo;                 
    assign rs_data = (rs_addr == 5'd0) ? 32'd0 : reg_array[rs_addr];
    assign rt_data = (rt_addr == 5'd0) ? 32'd0 : reg_array[rt_addr];
    assign hi_data_out = hi;
    assign lo_data_out = lo;
    initial begin : init_mem
        integer i;
        for (i = 1; i < 32; i = i + 1)begin
            if(i== 29 || i==30)  
                reg_array[i] = 32'h0000_00CC;   
            else
                reg_array[i] <= 32'd0;
        end
        hi = 32'd0;
        lo = 32'd0;
    end
    integer i;
    always @(posedge clk or posedge rst) begin
        if (rst) begin
            for (i = 1; i < 32; i = i + 1)begin
                if(i== 29 || i==30)  
                    reg_array[i] = 32'h0000_00CC;   
                else
                    reg_array[i] <= 32'd0;
            end
            hi <= 32'd0;
            lo <= 32'd0;
        end else begin
            if (RegWrite && rd_addr != 5'd0)
                reg_array[rd_addr] <= lo_data_in;
            if (HiWrite)
                hi <= hi_data_in;
            if (LoWrite)
                lo <= lo_data_in;
        end
    end
    assign test_output = reg_array[3]; 
endmodule
==> design/flow/run.sh <==
#!/bin/bash
# OpenROAD 26Q1-2900-gdf79404cd8, Yosys 0.63+post, stock flow scripts
make -C /OpenROAD-flow-scripts/flow DESIGN_CONFIG=/design/flow/config.mk WORK_HOME=/design/flow/orfs finish
==> design/flow/config.mk <==
export PLATFORM = sky130hd
export DESIGN_NAME = Regfile
export DESIGN_NICKNAME = Regfile
export VERILOG_FILES = /design/flow/design.v
export SDC_FILE = /design/flow/constraint.sdc
export NUM_CORES = 4
export LEC_CHECK = 1
export CORE_UTILIZATION = 40
==> design/flow/constraint.sdc <==
current_design Regfile

set clk_period 11.9
set clk_io_pct 0.2

create_clock -name clk0 -period $clk_period [get_ports {clk}]

set non_clock_inputs [all_inputs -no_clocks]
set_input_delay [expr $clk_period * $clk_io_pct] -clock clk0 $non_clock_inputs
set_output_delay [expr $clk_period * $clk_io_pct] -clock clk0 [all_outputs]
==> flow_summary_export.csv <==
group,metric,value,unit
outcome,status,"completed",
setup_path,r2r_slack,10.88,ns
synth,ys.flop_type,"dfrtp_1",
power_and_ir_drop,p_per_area,170,mW/mm^2
die,row_count,131,
synth,synth_seq_share,0.511,
die,core_area,0.128,mm^2
clock_network,hold_buffers,0,
route,first_pass_iters,9,
synth,synth-async-reset-ratio,1.00,
placement,hpwl,151000,um
layout,areaGrowthSynthToFinish,17.0,%
clock_network,cts_resized,0,
setup_path,crit_type,"input port to output port",
route,drt_iter0_drc,5859,
final_timing,finClkSkew,0,ns
final_timing,rsz0062_at_grt,"false",
placement,dp.cells,5996,
synth,topCellsByArea,"dfrtp_1 (51%), mux2_2 (23%), a22oi_1 (12%), buf_2 (2.0%), a21oi_1 (1.6%)",
die,fp_util,0.405,
synth,syn_inst,4329,
global_routing,overflow,0,
final_timing,relSlewSlack,0.258,
layout,instances_no_fill,6217,
hold_path,hold_class,"flop to flop",
final_timing,layout_min_cycle_time,9.18,ns
synth,synth_warnings,2,
placement,routabilityCongestion,1.05,
clock_network,clkLatencyLatePin,0.76,ns
synth,synth_area_leader_cell,"dfrtp_1",
setup_path,rr_worst_depth,1,
power_and_ir_drop,power,0.0103,W
clock_network,clk_pin_slew_worst_paths,0.06,ns
clock_network,cts_buffers,116,
final_timing,fin_crit_sh,0.772,
layout,drive_above_1_share,0.342,
die,die_h,362,um
layout,fin_util,0.473,
synth,ys_ff,1056,
synth,syn_area,0.0517,mm^2
power_and_ir_drop,power_leakage,25.8,nW
final_timing,setup-violations-final,0,
clock_network,cts_sinks,1056,
route,vias,44100,
final_timing,fin_hold_ws,0.505,ns
global_routing,antenna_found_initial,4,
job,warning_count,36,
clock_network,ctsRootBufferMaster,"clkbuf_16",
hold_path,min_from,"lo[9]$_DFFE_PP0P_",
setup_path,critPathCaptureType,"output port",
clock_network,cts_tree,"built",
clock_network,cts_buffer_depth,3,
setup_path,arrival,6.80,ns
synth,synth.distinct_cells,64,
route,wl_per_cell,40.7,um
global_routing,first_global_vias,43700,
hold_path,holdPathStages,1,
clock_network,htreeDepth,3,
global_routing,grt_usage,0.401,
power_and_ir_drop,ir_drop,0.000123,V
synth,yosysCellCount,4329,
synth,edf_count,0,
setup_path,cp_max_fo,30,
synth,post_synth.cell_area_avg,11.9,um^2
route,post-route-drc-count,0,
final_timing,report.final.hold_viol_count,0,
job,cap_violations,0,
clock_network,post_cts_buffers,0,
route,postRouteAntennaNets,0,
final_timing,clock.fmax,109,MHz
route,vias_per_cell,7.09,
setup_path,rr_endpoint,"reg_array[3][10]$_DFFE_PP0P_",
placement,portBuffers,243,
global_routing,grt_max_degree,130,
final_timing,worst_slew_pin_slew,1.11,ns
route,drt-total-wl,253000,um
setup_path,worst_r2r_startpoint,"reg_array[3][10]$_DFFE_PP0P_",
die,num_io_pins,244,
synth,top_cell_area_share,0.507,
die,die_area,0.131,mm^2
setup_path,startpoint_type,"input port",
die,die_w,362,um
setup_path,crit_required,9.52,ns
global_routing,grt_pass1_wl,351000,um
synth,yosys_area,0.0517,mm^2
final_timing,finalMaxSlewViolations,0,
hold_path,whs_endpoint,"lo[9]$_DFFE_PP0P_",
[state kept, by name (all words and copies together), names as in the netlist]
signal,count
lo,32
hi,32
reg_array,992
[worst max-delay path, stage by stage]
cell	delay (ns)
clkdlybuf4s50_1	0.47
buf_4	0.34
or3b_1	0.57
nor2_4	0.79
buf_4	0.54
a22oi_1	0.12
nand3_1	0.12
nor3_1	0.06
a31oi_1	0.71
clkdlybuf4s50_1	0.64
[per-stage QoR]
stage          cell area (um^2)  setup slack [ns]   TNS, ns
2_1_floorplan             51700             -5.04  -5283.53
3_3_place_gp              56400              3.01         0
3_5_place_dp              56400              2.98         0
4_1_cts                   60500              2.97         0
5_1_grt                   60500              2.69         0
6_report                  60500              2.72         0
[cell type report]
cell class	count	area, um^2
well taps	1662	2080
inverters	5	22.5
diodes	7	17.5
clock inverters	52	733
repair buffers	439	3930
multi-input cells	2834	23900
fillers	11300	67300
clock buffers	162	3350
flip-flops and latches	1056	26400
[cell usage in the layout (no fill, tap or decap), drive strengths merged, types with 6 or more instances in the layout]
| cell type | synthesis | layout |
|---|---|---|
| a211oi | 6 | 6 |
| a21oi | 169 | 169 |
| a221oi | 7 | 7 |
| a222oi | 39 | 39 |
| a22o | 6 | 6 |
| a22oi | 814 | 814 |
| a31oi | 14 | 14 |
| a41oi | 7 | 7 |
| and2 | 6 | 6 |
| and3 | 11 | 11 |
| buf | 236 | 202 |
| bufinv | 0 | 14 |
| clkbuf | 198 | 162 |
| clkdlybuf4s50 | 0 | 237 |
| clkinv | 0 | 22 |
| clkinvlp | 0 | 8 |
| dfrtp | 1048 | 1048 |
| dfstp | 8 | 8 |
| diode | 0 | 7 |
| inv | 5 | 13 |
| mux2 | 1057 | 1057 |
| mux2i | 12 | 12 |
| nand2 | 173 | 173 |
| nand2b | 12 | 12 |
| nand3 | 59 | 59 |
| nand3b | 11 | 11 |
| nand4 | 122 | 122 |
| nand4b | 7 | 7 |
| nor2 | 140 | 140 |
| nor3 | 64 | 64 |
| nor4 | 23 | 23 |
| o21ai | 16 | 16 |
| or2 | 6 | 6 |
| or3b | 7 | 7 |
[worst max-delay path by stage]
stage | start | end | slack, ns | cells after the start
after global routing | rs_addr[4] | rs_data[29] | 2.69 | 10
final | rt_addr[2] | rt_data[30] | 2.72 | 10
after CTS | rt_addr[2] | rt_data[30] | 2.97 | 10
[cell usage after synthesis, types with 11 or more instances]
master and n:
a222oi_1 39, nand2_1 171, nand3_1 58, and3_1 11
nor2_1 132, a21oi_1 169, buf_4 11, a31oi_1 14
mux2_2 1046, nand2b_1 12, buf_1 19, nor4_1 20
nand4_1 122, mux2i_1 12, mux2_1 11, nor3_1 63
dfrtp_1 1048, clkbuf_1 198, a22oi_1 814, buf_2 206
o21ai_0 16
[power by group]
group | leakage [nW] | internal [W] | switching (W) | total [W]
registers | 13.4 | 0.00427 | 0.000732 | 0.00500
logic | 10.4 | 0.000789 | 0.000641 | 0.00143
clock network | 1.99 | 0.00227 | 0.00161 | 0.00388
total | 25.8 | 0.00733 | 0.00298 | 0.0103
[metal layers]
| layer | part of all wire | track usage |
|---|---|---|
| met4 | 0.069 | 0.190 |
| met1 | 0.36 | 0.524 |
| met2 | 0.40 | 0.535 |
| met3 | 0.17 | 0.240 |
| met5 | 0.0018 | 0.0226 |
[cells by family after synthesis]
group,Yosys count,share of synthesized area
and+or+nand+nor,662,0.0651
buffers and inverters,439,0.0376
DFF,1056,0.511
AOI/OAI and AO/OA,1103,0.154
muxes,1069,0.232
Power and IR drop assume default switching activity.
